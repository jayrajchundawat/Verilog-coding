===== /design/flow/run.sh =====
#!/bin/bash
# OpenROAD 26Q1-2900-gdf79404cd8, Yosys 0.63+post, stock flow scripts
make -C /OpenROAD-flow-scripts/flow DESIGN_CONFIG=/design/flow/config.mk WORK_HOME=/design/flow/orfs finish

===== /design/flow/config.mk =====
export PLATFORM = sky130hd
export DESIGN_NAME = adder_ff
export DESIGN_NICKNAME = adder_ff
export VERILOG_FILES = /design/flow/design.v
export SDC_FILE = /design/flow/constraint.sdc
export NUM_CORES = 4
export LEC_CHECK = 1
export CORE_AREA = 10 10 70 70
export DIE_AREA = 0 0 80 80

===== /design/flow/constraint.sdc =====
current_design adder_ff

set clk_period 2.6
set clk_io_pct 0.2

create_clock -name clk0 -period $clk_period [get_ports {ck}]

set non_clock_inputs [all_inputs -no_clocks]
set_input_delay [expr $clk_period * $clk_io_pct] -clock clk0 $non_clock_inputs
set_output_delay [expr $clk_period * $clk_io_pct] -clock clk0 [all_outputs]

===== /design/flow/design.v =====
module adder_ff (
    input  ck,
    input  rst_n,
    input  [3:0] a,
    input  [3:0] b,
    output [4:0] sum
);
    reg [4:0] sum_reg;
    always @(posedge ck) begin
        if (!rst_n)
            sum_reg <= 5'b0;
        else
            sum_reg <= a + b;
    end
    assign sum = sum_reg;
endmodule

==> impl_metrics.toml <==
# physical design summary
[final_timing]
timing.slew.headroom = 0.882
final_max_tran_viols = 0
max_slew.worst_pin.slew_ns = 0.176
finalHoldViolations = 0
grt_setup_unrepaired = "no"
report.final.setup_viol = 0
fmaxAchievable_mhz = 554
fin_crit_ns = 1.80
finalCritPeriodShare = 0.694
timing.setup.tns_ns = 0

[power]
power.sequential.fraction = 0.376
p_int_w = 0.000181
irDropWorstVdd_v = 0.0000785
power-per-cell-area_mw_per_mm2 = 462
comb_power_share = 0.242
p_leak_nw = 0.203
fraction_of_power_consumed_by_the_clock_network = 0.382
power_switching_share = 0.211
power_switching_w = 0.0000483

[global_route]
grt_start_max_net_pins = 7
gr-total-overflow = 0
via_count_of_the_first_global_routing_pass = 253
grt_first_pass_wirelength_um = 986
grt_antenna_before_repair = 0
track_usage = 0.0193

[drt]
detail_route.wl_per_cell_um = 7.63
vias_per_cell = 2.58
drtIter0Drc = 17
firstDrtPassIters = 2
drt_wl_total_um = 679
antenna_cells_inserted = 0
postRouteAntennaNets = 0
remaining_drc_errors = 0
vias = 230

[yosys]
netlist_top_cells_area = "dfxtp_1 37%, ha_1 18%, fa_1 7.3%"
ys.flop_type = "dfxtp_1"
synth_area_um2 = 273
yosys.area.top_type = "dfxtp_1"
synth_warnings = 1
synth-seq-area-share = 0.367
yosys-stat-cells = 25
asyncSetResetFlopFracSynth = 0
common_cells = "5 x dfxtp_1, 4 x ha_1, 3 x inv_1"
synth_chip_area_um2 = 273
edf_count = 0
yosys.cell_types.count = 14
syn-mean-instance-area_um2 = 10.9
top_area_frac = 0.367
seq_cells_post_synth = 5
synthesis.instances = 25
synth.most_common_cell = "dfxtp_1"

[place]
gp_congestion = 0.666
port-buffer-count = 14
detailed_place.area_um2 = 470
detail_placement_hpwl_um = 638

[status]
status = "finished clean"

[hold_path]
hold_depth = 2
min_path_type = "input pin to flip-flop"
min_delay_worst_endpoint = "sum_reg[4]$_SDFF_PN0_"
timing.hold.worst.start = "rst_n"

[floorplanning]
floorplan.die.width_um = 80
count_of_standard_cell_rows = 21
placeableCoreArea_mm2 = 0.00342
dieHeight_um = 80
initCoreUtil = 0.0799
chip_area_mm2 = 0.00640
pin_count = 15

[setup_path]
crit_path_max_fanout = 2
worst-setup-path-type = "input pin to flip-flop"
critical_path.endpoint_type = "flip-flop"
series_of_cell_instances_along_the_critical_path = "clkdlybuf4s50_1 > ha_1 > inv_1 > fa_1 > nor2b_1 > nor3b_1"
crit_arrival_ns = 1.96
critical_path_required_ns = 2.75
crit_slowest_cell = "clkdlybuf4s50_1"
crit_path_start_kind = "input pin"
slowest_delay_ns = 0.46

[clock_tree]
hold_buffers = 0
cts_tree = "built"
cts_made_buffers = 3
post_cts_buffers = 0
cts.repair.resized = 0
clock-sinks = 5
cts-htree-levels = 1
clk_path_buf_depth = 2
clock_tree.root_cell = "clkbuf_4"
clkTransAtPathRegs_ns = 0.04

[final_layout]
areaGrowthSynthToFinish_pct = 82.1
final_layout_size_suffix_gt1_frac = 0.116
finish.instance_area_um2 = 497
largest_register_ffs = 5
fill_cells = 386

[run]
count_of_tool_warnings = 25
drv.max_cap_violation_count = 0
worst max-delay path by stage:
| stage | startpoint | cells past startpoint | endpoint |
|---|---|---|---|
| 6_report | a[0] | 6 | sum_reg[2]$_SDFF_PN0_ |
| 5_1_grt | a[0] | 6 | sum_reg[2]$_SDFF_PN0_ |
| 4_1_cts | b[0] | 6 | sum_reg[2]$_SDFF_PN0_ |
power by group through the flow:
stage / combinational [W] / sequential, W / clock [W]
4_1_cts: 0.0000573 / 0.0000863 / 0.0000924
5_1_grt: 0.0000623 / 0.0000868 / 0.0000939
6_report: 0.0000554 / 0.0000862 / 0.0000876
critical path, delay by kind of cell:
family,cells,cell delay (ns)
simple gates,2,0.35
buf+inv,2,0.51
fa+ha+maj,2,0.57
logic make-up after synthesis:
| family | synth area share |
|---|---|
| AOI/OAI and AO/OA | 0.115 |
| buffers and inverters | 0.0413 |
| and+or+nand+nor | 0.183 |
| DFF | 0.367 |
| muxes | 0.0367 |
| adders and majority gates | 0.257 |
stage by stage:
step | power (W) | util | instances | hold WS (ns) | setup WS, ns
after global routing | 0.000243 | 0.145 | 89 | 0.998 | 0.706
after detailed placement | 0.000145 | 0.138 | 85 | 1.20 | 0.556
after floorplan | 0.000110 | - | 25 | 0.637 | 1.11
after CTS | 0.000236 | 0.145 | 89 | 0.953 | 0.804
after global placement | 0.000144 | 0.138 | 85 | 1.20 | 0.594
final | 0.000229 | 0.145 | 89 | 0.951 | 0.797
layer usage:
layer | routed length [um] | share of wire | GRT usage | vias up
met4 | 41 | 0.060 | 0.0141 | 0
li1 | - | - | - | 118
met5 | 0 | 0 | 0 | -
met3 | 60 | 0.088 | 0.00568 | 4
met1 | 184 | 0.27 | 0.0134 | 99
met2 | 393 | 0.58 | 0.0401 | 9
cell type report:
cell class	count	area, um^2	share of cell area
multi-input cells	17	161	0.325
repair buffers	14	140	0.282
flip-flops and latches	5	100	0.202
well taps	46	57.6	0.116
clock buffers	4	26.3	0.0529
inverters	3	11.3	0.0227
placed cells by master, fill, tap and decap left out, types with 2 or more instances in the layout:
master	count
clkbuf_4	3
clkdlybuf4s50_1	14
ha_1	4
o21a_1	2
nor2b_1	2
dfxtp_1	5
inv_1	3
Power figures rest on the tool's default switching activity, not on a simulated workload.
